## flow/run.sh

```bash
#!/bin/bash
# OpenROAD 26Q1-2900-gdf79404cd8, Yosys 0.63+post, stock flow scripts
make -C /OpenROAD-flow-scripts/flow DESIGN_CONFIG=/design/flow/config.mk WORK_HOME=/design/flow/orfs finish
```

## flow/config.mk

```make
export PLATFORM = sky130hd
export DESIGN_NAME = spram_wrapper
export DESIGN_NICKNAME = spram_wrapper
export VERILOG_FILES = /design/flow/design.v
export SDC_FILE = /design/flow/constraint.sdc
export NUM_CORES = 4
export LEC_CHECK = 1
export CORE_UTILIZATION = 50
export SYNTH_MEMORY_MAX_BITS = 65536
```

## flow/constraint.sdc

```tcl
current_design spram_wrapper

set clk_period 75.7
set clk_io_pct 0.2

create_clock -name clk0 -period $clk_period [get_ports {clk}]

set non_clock_inputs [all_inputs -no_clocks]
set_input_delay [expr $clk_period * $clk_io_pct] -clock clk0 $non_clock_inputs
set_output_delay [expr $clk_period * $clk_io_pct] -clock clk0 [all_outputs]
```

## flow/design.v

```verilog
module spram_wrapper (
	clk,					 
	addr,					 
	we,						 
	cs,						 
	wdata,					 
	rdata					 
);
parameter IFM_WIDTH     = 256;
parameter IFM_HEIGHT    = 256;
parameter IFM_CHANNEL   = 3;
parameter IFM_DATA_SIZE     = IFM_HEIGHT*IFM_WIDTH*2;		 
parameter IFM_WORD_SIZE     = 32/2;
parameter IFM_DATA_SIZE_32  = IFM_HEIGHT*IFM_WIDTH;		 
parameter IFM_WORD_SIZE_32  = 32;
parameter Fx = 3, Fy = 3;
parameter Ni = 3, No = 16; 
parameter WGT_DATA_SIZE   = Fx*Fy*Ni*No;	 
parameter WGT_WORD_SIZE   = 32;
parameter IFM_FILE_32 		 = "C:/yolohw/sim/inout_data_sw/log_feamap/CONV00_input_32b.hex"; 
parameter IFM_FILE   		 = "C:/yolohw/sim/inout_data_sw/log_feamap/CONV00_input_16b.hex"; 
parameter WGT_FILE   		 = "C:/yolohw/sim/inout_data_sw/log_param/CONV00_param_weight.hex"; 
parameter CONV_INPUT_IMG00   = "C:/yolohw/sim/inout_data_hw/CONV00_input_ch00.bmp"; 
parameter CONV_INPUT_IMG01   = "C:/yolohw/sim/inout_data_hw/CONV00_input_ch01.bmp"; 
parameter CONV_INPUT_IMG02   = "C:/yolohw/sim/inout_data_hw/CONV00_input_ch02.bmp"; 
parameter CONV_INPUT_IMG03   = "C:/yolohw/sim/inout_data_hw/CONV00_input_ch03.bmp"; 
parameter CONV_OUTPUT_IMG00  = "C:/yolohw/sim/inout_data_hw/CONV00_output_ch00.bmp"; 
parameter CONV_OUTPUT_IMG01  = "C:/yolohw/sim/inout_data_hw/CONV00_output_ch01.bmp"; 
parameter CONV_OUTPUT_IMG02  = "C:/yolohw/sim/inout_data_hw/CONV00_output_ch02.bmp"; 
parameter CONV_OUTPUT_IMG03  = "C:/yolohw/sim/inout_data_hw/CONV00_output_ch03.bmp"; 
parameter DW = 64;			 
parameter AW = 8;			 
parameter DEPTH = 256;		 
parameter N_DELAY = 1;
input							clk;
input [AW-1			:	0]		addr;	 
input							we;		 
input							cs;		 
input [DW-1			:	0]		wdata;	 
output [DW-1		:	0]		rdata;	 
reg	[DW-1			:	0]		rdata_o;
	reg [DW-1			:	0]		mem[0:DEPTH-1];	 
	always @(posedge clk) begin
		if(cs && we)			mem[addr] <= wdata;
	end
	generate
	   if(N_DELAY == 1) begin: gen_delay_1
		  always @(posedge clk)
			 if (cs && !(|we)) rdata_o <= mem[addr];
		  assign rdata = rdata_o;
	   end
	   else begin: gen_delay_n
		  reg [N_DELAY*DW-1:0] rdata_r;
		  always @(posedge clk)
			 if (cs && !(|we)) rdata_r[0*DW+:DW] <= mem[addr];
		  always @(posedge clk) begin: delay
			 integer i;
			 for(i = 0; i < N_DELAY-1; i = i+1)
				if(cs && !(|we))
				   rdata_r[(i+1)*DW+:DW] <= rdata_r[i*DW+:DW];
		  end
		  assign rdata = rdata_r[(N_DELAY-1)*DW+:DW];
	   end
	endgenerate
endmodule
```

==> out/qor.csv <==
stage;metric;value;unit
global_route;grtUsageMet2;0.436;
route;via_per_inst;6.38;
run;cap_violations;0;
logic_synthesis;yosys.cell_count.top_type;edfxtp_1;
floorplan;core;1230000;sq um
worst_setup_path;end_kind;register;
floorplan;rows;407;
global_route;met1_usage;0.370;
final_timing;setup_viol;0;
cts;ctsResizeCount;0;
final_timing;finalSetupTns;0;ns
final_timing;rsz0062_at_grt;no;
hold_path;hold_class;register to register;
logic_synthesis;async_flop_share;0;
route;drt_iter0_drc;19870;
logic_synthesis;yosys.area.top_type;edfxtp_1;
logic_synthesis;synth-area-yosys;617000;sq um
placed_design;port_buffers;138;
worst_setup_path;setup.worst_path.class;input pin to register;
global_route;grt_max_degree;97;
cts;cts_setup_buffers;0;
logic_synthesis;yosys_warnings;1;
cts;cts_buffers;1720;
pwr;vdd_drop_max;0.0230;mV
cts;cts_tree;built;
route;drc;0;
logic_synthesis;postSynthSeqShare;0.800;
global_route;met3_usage;0.337;
route;drt_pass1_iterations;6;
floorplan;ios;139;
logic_synthesis;ys_top_cells_by_count;edfxtp_1 (16448), mux4_2 (4096), a22oi_1 (2048);
final_timing;max_freq;0.0461;GHz
logic_synthesis;ff_type;edfxtp_1;
worst_setup_path;cpPeakStageDelay;1.09;ns
global_route;grt_use_total;0.332;
route;ant_nets;0;
final_timing;fin_crit_sh;0.286;
worst_setup_path;crit_top_cell;buf_4;
pwr;power_density;27.0;nW/um^2
route;routed_wirelength;1790000;um
run;warnings;28;
logic_synthesis;topCellsByArea;edfxtp_1 (80%), mux4_2 (15%), a22oi_1 (2.5%);
final_timing;drv_slew;0;
layout;drive_gt1_frac;0.301;
final_timing;relSlewSlack;0.0375;
placed_design;place_congestion;0.877;
floorplan;chip_area;1240000;sq um
floorplan;fp-utilization;0.502;
worst_setup_path;critical-path-slowest-cell;o41ai_2;
logic_synthesis;synth_cells;25787;
cts;worstSkewPairLatency;1.37;ns
floorplan;die.size.y;1110;um
route;vias;292042;
cts;cts_htree_levels;7;
final_timing;tightest_slew;1.43;ns
final_timing;fin_skew;0.120;ns
logic_synthesis;yosysUniqueCellTypes;21;
logic_synthesis;synthesis.area;617000;sq um
logic_synthesis;top_cell_area_share;0.800;
route;routedWlPerCell;39.2;um
worst_setup_path;cp_cell_sequence;buf_16, buf_12, buf_4, buf_4, buf_12, buf_4, buf_4, buf_4, mux4_2, a22oi_1, a21oi_1, buf_4, o41ai_2, buf_4, nand4_1;
floorplan;die_w;1110;um
logic_synthesis;synth_flop_count;16448;
pwr;p_leak;0.217;uW
global_route;antenna_found_initial;129;
final_timing;fin_crit;21.69;ns
placed_design;dp_hpwl;1080000;um
worst_setup_path;cp_data_required_time;76.74;ns
worst_setup_path;start_kind;input pin;
logic_synthesis;ys_cells;25787;
layout;syn2layout_area_growth;14.2;%
worst_setup_path;critPathArrivalTime;22.72;ns
final_timing;finalHoldViolations;0;
run_status;status;finished clean;
cts;clk_pin_slew;0.06;ns
logic_synthesis;avgSynthCellArea;23.9;sq um
cts;ctsHoldBuffers;0;
logic_synthesis;edf_count;16448;
cts;root_buffer;clkbuf_16;
pwr;total_power;19000;uW
cts;cts_max_path_buffers;6;
worst_setup_path;crit_fanout;68;
global_route;grt_overflow;0;
global_route;top_usage_layer;met2;
global_route;grt_pass1_wl;2490000;um
cts;clock-sinks;16448;
global_route;grt_pass1_vias;326009;
==> cell families (layout without fill, tap and decap cells) <==
group / count (synthesis) / count (layout) / share of synthesized area
AND/OR/NAND/NOR: 374 / 374 / 0.00261
flip-flops: 16448 / 16448 / 0.800
AND-OR/OR-AND: 3328 / 3328 / 0.0368
buffers and inverters: 1541 / 4968 / 0.0109
multiplexers: 4096 / 4096 / 0.149
other: 0 / 182 / 0
==> registers in the layout, indices dropped and copies added, names as in the netlist <==
| register | cells |
|---|---|
| mem | 16384 |
| rdata_o | 64 |
==> cells in the final DEF (no fill, tap or decap), types with 5 or more instances in the layout <==
master | synthesis | layout
clkinvlp_4 | 0 | 54
clkbuf_8 | 0 | 7
o41ai_4 | 0 | 36
clkinv_8 | 0 | 14
nor2b_4 | 0 | 5
clkinv_2 | 0 | 340
clkbuf_16 | 0 | 1731
bufinv_16 | 0 | 156
a22oi_1 | 2048 | 2048
clkdlybuf4s50_1 | 0 | 72
a21oi_1 | 1024 | 1020
inv_16 | 0 | 9
nor2_4 | 0 | 258
buf_12 | 0 | 52
inv_6 | 0 | 22
buf_8 | 0 | 70
nand2_2 | 0 | 13
clkinv_4 | 0 | 12
mux4_2 | 4096 | 4096
clkinv_1 | 0 | 397
nand4_1 | 64 | 64
clkinv_16 | 0 | 5
o41ai_1 | 256 | 33
diode_2 | 0 | 182
edfxtp_1 | 16448 | 16448
buf_6 | 32 | 11
o41ai_2 | 0 | 187
nand2_4 | 0 | 17
buf_4 | 82 | 1694
clkbuf_1 | 929 | 318
==> worst paths after layout <==
check | slack (ns) | cells past startpoint | to | start
worst max-delay path | 54.01 | 15 | rdata_o[15]$_DFFE_PP_ | addr[0]
worst min-delay path | 1.07 | 5 | rdata_o[38]$_DFFE_PP_ | mem[115][38]$_DFFE_PP_
worst max register to register | 72.05 | 6 | rdata_o[48]$_DFFE_PP_ | mem[155][48]$_DFFE_PP_
worst min register to register | 1.07 | 5 | rdata_o[38]$_DFFE_PP_ | mem[115][38]$_DFFE_PP_
==> critical path: cells and delay by family <==
family	cells	cell delay [ns]
buffers and inverters	10	4.91
muxes	1	0.60
AOI/OAI and AO/OA	3	1.51
and+or+nand+nor	1	0.08
==> stage by stage <==
stage	hold WS (ns)	util	setup WS, ns	instances	cell area [sq um]
detailed placement	1.06	0.530	52.58	42513	651000
CTS	1.07	0.573	53.94	45572	705000
finish	1.07	0.574	54.01	45756	705000
floorplan	0.896	-	55.77	25787	617000
global placement	1.05	0.529	50.90	42488	650000
global route	1.16	0.574	53.37	45700	705000
==> power by group <==
group          leakage (uW)  total, uW  switching [uW]  internal, uW
Combinational        0.0432        874             588           287
Sequential            0.148      10000            11.2         10000
Clock                0.0263       8110            3410          4700
Total                 0.217      19000            4010         15000
==> routing by layer <==
| metal | vias to the layer above | part of all wire | wire length (um) |
|---|---|---|---|
| li1 | 117368 | - | - |
| met1 | 148369 | 0.27 | 477000 |
| met2 | 23103 | 0.45 | 798000 |
| met3 | 3036 | 0.24 | 428000 |
| met4 | 166 | 0.045 | 80400 |
| met5 | - | 0.0046 | 8180 |
==> layout make-up <==
class / count / area (sq um)
fill: 85807 / 524000
antenna: 182 / 455
sequential: 16448 / 494000
clock inverter: 1010 / 9150
timing repair buffer: 1909 / 15800
multi-input combinational: 7798 / 121000
tap: 16360 / 20500
clock buffer: 2049 / 44500
Power figures rest on the tool's default switching activity, not on a simulated workload.
