`flow/design.v`:
```
module dpram_wrapper (	
	clk,		 
	ena,		 
	addra,		 
	wea,		 
	enb,		 
	addrb,		 
	dia,		 
	dob			 
);
parameter DW = 64;			 
parameter AW = 8;			 
parameter DEPTH = 256;		 
parameter N_DELAY = 1;
input							clk;
input [AW-1			:	0]		addra;	 
input							wea;	 
input							ena;	 
input [DW-1			:	0]		dia;	 
input [AW-1			:	0]		addrb;	 
input							enb;	 
output [DW-1		:	0]		dob;	 
reg	[DW-1			:	0]		rdata;
	reg [DW-1			:	0]		ram[0:DEPTH-1];	 
	always @(posedge clk) begin
		if(ena) begin
			if(wea)			ram[addra] <= dia;
		end
	end	
	generate 
	   if(N_DELAY == 1) begin: delay_1
		  reg [DW-1:0] rdata   ;  
		  always @(posedge clk)
		  begin: read
			 if(enb)
				rdata <= ram[addrb];
		  end
		  assign dob = rdata;
	   end
	   else begin: delay_n
		  reg [N_DELAY*DW-1:0] rdata_r;
		  always @(posedge clk)
		  begin: read
			 if(enb)
				rdata_r[0+:DW] <= ram[addrb];
		  end
		  always @(posedge clk) begin: delay
			 integer i;
			 for(i = 0; i < N_DELAY-1; i = i+1)
				if(enb)
				   rdata_r[(i+1)*DW+:DW] <= rdata_r[i*DW+:DW];
		  end
		  assign dob = rdata_r[(N_DELAY-1)*DW+:DW];
	   end
	endgenerate
endmodule
```
`flow/run.sh`:
```
#!/bin/bash
# OpenROAD 26Q1-2900-gdf79404cd8, Yosys 0.63+post, stock flow scripts
make -C /OpenROAD-flow-scripts/flow DESIGN_CONFIG=/design/flow/config.mk WORK_HOME=/design/flow/orfs finish
```
`flow/config.mk`:
```
export PLATFORM = sky130hd
export DESIGN_NAME = dpram_wrapper
export DESIGN_NICKNAME = dpram_wrapper
export VERILOG_FILES = /design/flow/design.v
export SDC_FILE = /design/flow/constraint.sdc
export NUM_CORES = 4
export LEC_CHECK = 1
export CORE_UTILIZATION = 40
export SYNTH_MEMORY_MAX_BITS = 65536
```
`flow/constraint.sdc`:
```
current_design dpram_wrapper

set clk_period 56.5
set clk_io_pct 0.2

create_clock -name clk0 -period $clk_period [get_ports {clk}]

set non_clock_inputs [all_inputs -no_clocks]
set_input_delay [expr $clk_period * $clk_io_pct] -clock clk0 $non_clock_inputs
set_output_delay [expr $clk_period * $clk_io_pct] -clock clk0 [all_outputs]
```
==> results.sh <==
# physical design summary
export IMPL_status="complete, but fails checks"
export IMPL_violations="capacitance limit, slew limit"
export IMPL_cp_end_kind="register"
export IMPL_die_w_um=1250
export IMPL_grt_usage=0.272
export IMPL_grt_max_degree=90
export IMPL_power_density_mw_per_mm2=35.3
export IMPL_cts_max_level=7
export IMPL_slew_violations=22
export IMPL_die_height_um=1250
export IMPL_use_met1=0.266
export IMPL_fin_setup_tns_ps=0
export IMPL_max_slew_margin=-0.0783
export IMPL_period_minus_slack_ps=20030
export IMPL_finalInstanceArea_mm2=0.716
export IMPL_mostFrequentLayoutCell="edfxtp_1"
export IMPL_r2r_setup_slack_ps=52480
export IMPL_top_area_frac=0.789
export IMPL_drt_total_wl_um=1950000
export IMPL_start_kind="input port"
export IMPL_setup_viol=0
export IMPL_cts_setup_buffers=0
export IMPL_yosys_area_share_aoi=0.0356
export IMPL_clock_fmax_ghz=0.0499
export IMPL_yosysChipArea_mm2=0.626
export IMPL_crit_fanout=79
export IMPL_rr_startpoint="ram[96][24]"
export IMPL_endpoint="delay_1.rdata[53]"
export IMPL_ant_nets=0
export IMPL_vias=315000
export IMPL_grt_overflow=0
export IMPL_drcViolationCount=0
export IMPL_synth_area_per_cell_um2=21.7
export IMPL_synthTopLogicFamily="multiplexers"
export IMPL_synthCells=28800
export IMPL_dpl_cell_area_mm2=0.663
export IMPL_async_flop_share=0
export IMPL_dp_worst_setup_slack_ps=35110
export IMPL_coreArea_mm2=1.56
export IMPL_die_area_mm2=1.57
export IMPL_cts_resized=0
export IMPL_grt_util_met2=0.357
export IMPL_grt_met3_usage=0.291
export IMPL_cts_clk_slew_worst_paths_ps=60
export IMPL_grt_pass1_wl_um=2680000
export IMPL_wl_per_cell_um=36.6
export IMPL_layout_top_cells="edfxtp_1, mux4_2, mux2i_1, buf_4, clkbuf_16"
export IMPL_fp_util=0.401
export IMPL_worstSetupPathType="in2reg"
export IMPL_hpwl_um=1200000
export IMPL_postSynthSeqShare=0.789
export IMPL_clk_path_buf_depth=6
export IMPL_synthAdderAreaFrac=0
export IMPL_grt_setup_unrepaired="no"
export IMPL_clk_latency_ps=1400
export IMPL_ff2ff_path_depth=9
export IMPL_io_buffers=147
export IMPL_place_congestion=0.937
export IMPL_ys_top_cells_by_area="edfxtp_1, mux4_2, mux2i_1"
export IMPL_drive_gt1_frac=0.246
export IMPL_tritoncts="done"
export IMPL_grt_busiest_layer="met2"
export IMPL_regToRegEndpoint="delay_1.rdata[24]"
export IMPL_ir_drop_mv=0.0278
export IMPL_drt_pass1_iter_count=6
export IMPL_finalHoldViolCount=0
export IMPL_fillerInstances=126000
export IMPL_drv_cap=2
export IMPL_warning_count=26
export IMPL_synth_seq_cells=16400
export IMPL_clkSinkCount=16400
export IMPL_mux_share=0.144
export IMPL_power_static_leakage_nw=225
export IMPL_finalCritPeriodShare=0.354
export IMPL_via_per_inst=5.90
export IMPL_cts_root_buffer="clkbuf_16"
export IMPL_yosysCellCount=28800
export IMPL_numCtsBuffers=1652
export IMPL_ys_warn_count=1
export IMPL_boundaryPins=148
export IMPL_antenna_found_initial=179
export IMPL_hp_class="reg2reg"
export IMPL_synth_area_mm2=0.626
export IMPL_cp_data_required_time_ps=57600
export IMPL_synthDistinctLibCells=60
export IMPL_arrival_ps=21130
export IMPL_tightest_slew_ps=1620
export IMPL_final_util=0.458
export IMPL_cts_hold_buffers=0
export IMPL_rows=459
export IMPL_crit_start="addrb[0]"
export IMPL_first_iter_violations=22000
export IMPL_ys_flop_type="edfxtp_1"
export IMPL_worst_slack_ps=36470
export IMPL_grt_pass1_vias=342000
export IMPL_synth_xor_xnor_area_share=0
export IMPL_synth_area_leader_cell="edfxtp_1"
export IMPL_area_growth_pct=14.4
export IMPL_edf_count=16400
export IMPL_simple_gate_area_frac=0.0160
export IMPL_skew_ps=124
==> how the worst min path moves through the flow <==
stage	startpoint	to	slack [ps]	cells after the start
final	ram[158][44]	delay_1.rdata[44]	1040	5
after CTS	ram[32][62]	delay_1.rdata[62]	1070	6
after global routing	ram[158][44]	delay_1.rdata[44]	1130	5
==> stage by stage <==
stage | hold slack [ps] | total power, mW | std cells
after floorplan | 863 | 14.3 | 28800
final | 1040 | 25.3 | 53300
after global placement | 1040 | 14.9 | 49900
after global routing | 1130 | 25.9 | 53300
after CTS | 1070 | 25.4 | 52800
after detailed placement | 1040 | 14.9 | 49900
==> logic make-up (layout without fill, tap and decap cells) <==
logic type | count (synthesis) | count (layout)
compound gates | 3297 | 3297
flops | 16400 | 16400
other cells | 0 | 506
mux | 5291 | 5291
buf+inv | 1736 | 4991
simple gates | 2064 | 2064
==> synth_stat cells (11+ instances only) <==
cell	count
a221oi_1	302
a22oi_1	336
mux2_2	224
nor2b_1	14
o221ai_1	380
o32a_1	23
nor3_1	498
nor4_2	13
o22ai_1	1003
nor4_1	201
buf_1	150
a211oi_1	178
buf_6	156
or3_1	33
mux4_2	2961
mux2i_1	2106
or4_1	24
a21oi_1	573
o21ai_0	317
buf_2	368
nand2_1	311
buf_4	245
clkbuf_1	795
nand4b_1	26
o32ai_1	34
o21ai_1	27
nor2_1	645
edfxtp_1	16400
nand3_1	101
o22a_1	11
a22o_1	70
buf_8	14
nand4_1	159
==> registers in the layout, summed over array words and instances (netlist names) <==
name	count
delay_1.rdata	64
ram	16384
==> layout make-up <==
| class | instances | area (um2) | share of cell area |
|---|---|---|---|
| flip-flops and latches | 16400 | 494000 | 0.690 |
| diodes | 506 | 1270 | 0.00177 |
| well taps | 20700 | 26000 | 0.0363 |
| inverters | 4 | 30.0 | 0.0000420 |
| clock buffers | 2003 | 43000 | 0.0601 |
| repair buffers | 2052 | 16800 | 0.0234 |
| multi-input cells | 10700 | 126000 | 0.176 |
| clock inverters | 932 | 8440 | 0.0118 |
==> worst max-delay path: stages <==
cell and delay [ps]:
buf_16 350, buf_4 760, buf_4 610, buf_4 690, buf_4 700, buf_4 570, buf_4 530, buf_4 650
buf_4 690, buf_4 620, buf_4 610, buf_4 530, mux4_2 320, a21oi_1 80, a21oi_1 680, buf_4 240
nand4b_1 350, nor4_2 320
==> metal layers <==
layer | routed length (um) | part of all wire
met5 | 25300 | 0.013
met4 | 89500 | 0.046
met3 | 476000 | 0.24
met2 | 833000 | 0.43
met1 | 526000 | 0.27
==> power by group <==
part           switching, mW  internal, mW  leakage [nW]
Combinational          0.869         0.379          51.6
Sequential            0.0220          13.4           148
Clock                   4.49          6.08          25.2
Power is estimated from default activity; no workload was simulated.
