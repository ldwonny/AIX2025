===== flow/design.v =====
`timescale 1ns / 1ps
module adder_tree(
input clk, 
input rstn,
input vld_i,
input [15:0] mul_00, 
input [15:0] mul_01, 
input [15:0] mul_02, 
input [15:0] mul_03, 
input [15:0] mul_04, 
input [15:0] mul_05, 
input [15:0] mul_06, 
input [15:0] mul_07,
input [15:0] mul_08, 
input [15:0] mul_09, 
input [15:0] mul_10, 
input [15:0] mul_11,
input [15:0] mul_12, 
input [15:0] mul_13, 
input [15:0] mul_14, 
input [15:0] mul_15,
output[19:0] acc_o,
output       vld_o 
);
reg [16:0] y1_0;
reg [16:0] y1_1;
reg [16:0] y1_2;
reg [16:0] y1_3;
reg [16:0] y1_4;
reg [16:0] y1_5;
reg [16:0] y1_6;
reg [16:0] y1_7;
reg [17:0] y2_0;
reg [17:0] y2_1;
reg [17:0] y2_2;
reg [17:0] y2_3;
reg [18:0] y3_0;
reg [18:0] y3_1;
reg [19:0] y4;
reg vld_i_d1, vld_i_d2, vld_i_d3, vld_i_d4;
always@(posedge clk, negedge rstn) begin
	if(!rstn) begin
		y1_0 <= 17'd0;
		y1_1 <= 17'd0;
		y1_2 <= 17'd0;
		y1_3 <= 17'd0;
		y1_4 <= 17'd0;
		y1_5 <= 17'd0;
		y1_6 <= 17'd0;
		y1_7 <= 17'd0;	
	end
	else begin 
		y1_0 <= $signed(mul_00) + $signed(mul_01);
		y1_1 <= $signed(mul_02) + $signed(mul_03);
		y1_2 <= $signed(mul_04) + $signed(mul_05);
		y1_3 <= $signed(mul_06) + $signed(mul_07);
		y1_4 <= $signed(mul_08) + $signed(mul_09);
		y1_5 <= $signed(mul_10) + $signed(mul_11);
		y1_6 <= $signed(mul_12) + $signed(mul_13);
		y1_7 <= $signed(mul_14) + $signed(mul_15);		
	end
end
always@(posedge clk, negedge rstn) begin
	if(!rstn) begin
		y2_0 <= 18'd0;
		y2_1 <= 18'd0;
		y2_2 <= 18'd0;
		y2_3 <= 18'd0;	
	end
	else begin 
		y2_0 <= $signed(y1_0) + $signed(y1_1);
		y2_1 <= $signed(y1_2) + $signed(y1_3);
		y2_2 <= $signed(y1_4) + $signed(y1_5);
		y2_3 <= $signed(y1_6) + $signed(y1_7);	
	end
end
always@(posedge clk, negedge rstn) begin
	if(!rstn) begin
		y3_0 <= 19'd0;
		y3_1 <= 19'd0;
	end
	else begin 
		y3_0 <= $signed(y2_0) + $signed(y2_1);
		y3_1 <= $signed(y2_2) + $signed(y2_3);
	end
end
always@(posedge clk, negedge rstn) begin
	if(!rstn)
		y4 <= 20'd0;
	else
		y4 <= $signed(y3_0) + $signed(y3_1);
end
always@(posedge clk, negedge rstn) begin
	if(!rstn) begin
		vld_i_d1 <= 0;
		vld_i_d2 <= 0;
		vld_i_d3 <= 0;
		vld_i_d4 <= 0;
	end
	else begin 
		vld_i_d1 <= vld_i   ;
		vld_i_d2 <= vld_i_d1;
		vld_i_d3 <= vld_i_d2;
		vld_i_d4 <= vld_i_d3;	
	end
end
assign vld_o = vld_i_d4;
assign acc_o = $signed(y4);
endmodule
`timescale 1ns / 1ps
module mac(
input clk, 
input rstn, 
input vld_i, 
input [127:0] win, 
input [127:0] din,
output[ 19:0] acc_o, 
output        vld_o
);
wire[15:0] y00;
wire[15:0] y01;
wire[15:0] y02;
wire[15:0] y03;
wire[15:0] y04;
wire[15:0] y05;
wire[15:0] y06;
wire[15:0] y07;
wire[15:0] y08;
wire[15:0] y09;
wire[15:0] y10;
wire[15:0] y11;
wire[15:0] y12;
wire[15:0] y13;
wire[15:0] y14;
wire[15:0] y15;
reg vld_i_d0, vld_i_d1, vld_i_d2, vld_i_d3, vld_i_d4;
mul u_mul_00(.clk(clk), .w(win[  7:  0]),.x(din[  7:  0]),.y(y00));
mul u_mul_01(.clk(clk), .w(win[ 15:  8]),.x(din[ 15:  8]),.y(y01));
mul u_mul_02(.clk(clk), .w(win[ 23: 16]),.x(din[ 23: 16]),.y(y02));
mul u_mul_03(.clk(clk), .w(win[ 31: 24]),.x(din[ 31: 24]),.y(y03));
mul u_mul_04(.clk(clk), .w(win[ 39: 32]),.x(din[ 39: 32]),.y(y04));
mul u_mul_05(.clk(clk), .w(win[ 47: 40]),.x(din[ 47: 40]),.y(y05));
mul u_mul_06(.clk(clk), .w(win[ 55: 48]),.x(din[ 55: 48]),.y(y06));
mul u_mul_07(.clk(clk), .w(win[ 63: 56]),.x(din[ 63: 56]),.y(y07));
mul u_mul_08(.clk(clk), .w(win[ 71: 64]),.x(din[ 71: 64]),.y(y08));
mul u_mul_09(.clk(clk), .w(win[ 79: 72]),.x(din[ 79: 72]),.y(y09));
mul u_mul_10(.clk(clk), .w(win[ 87: 80]),.x(din[ 87: 80]),.y(y10));
mul u_mul_11(.clk(clk), .w(win[ 95: 88]),.x(din[ 95: 88]),.y(y11));
mul u_mul_12(.clk(clk), .w(win[103: 96]),.x(din[103: 96]),.y(y12));
mul u_mul_13(.clk(clk), .w(win[111:104]),.x(din[111:104]),.y(y13));
mul u_mul_14(.clk(clk), .w(win[119:112]),.x(din[119:112]),.y(y14));
mul u_mul_15(.clk(clk), .w(win[127:120]),.x(din[127:120]),.y(y15));
always@(posedge clk, negedge rstn) begin
	if(!rstn) begin
	    vld_i_d0 <= 0;
		vld_i_d1 <= 0;
		vld_i_d2 <= 0;
		vld_i_d3 <= 0;
		vld_i_d4 <= 0;
	end
	else begin 
		vld_i_d0 <= vld_i   ;
		vld_i_d1 <= vld_i_d0;
		vld_i_d2 <= vld_i_d1;
		vld_i_d3 <= vld_i_d2;
		vld_i_d4 <= vld_i_d3;	
	end
end
adder_tree u_adder_tree(
. clk(clk), 
. rstn(rstn),
. vld_i(vld_i_d4),
. mul_00(y00), 
. mul_01(y01), 
. mul_02(y02), 
. mul_03(y03), 
. mul_04(y04), 
. mul_05(y05), 
. mul_06(y06), 
. mul_07(y07),
. mul_08(y08), 
. mul_09(y09), 
. mul_10(y10), 
. mul_11(y11),
. mul_12(y12), 
. mul_13(y13), 
. mul_14(y14), 
. mul_15(y15),
. acc_o(acc_o),
. vld_o(vld_o) 
);
endmodule
`timescale 1ns / 1ps
module mul(
input clk, 
input [7:0] w, 
input [7:0] x, 
output[15:0] y
);
parameter IFM_WIDTH     = 256;
parameter IFM_HEIGHT    = 256;
parameter IFM_CHANNEL   = 3;
parameter IFM_DATA_SIZE     = IFM_HEIGHT*IFM_WIDTH*2;		 
parameter IFM_WORD_SIZE     = 32/2;
parameter IFM_DATA_SIZE_32  = IFM_HEIGHT*IFM_WIDTH;		 
parameter IFM_WORD_SIZE_32  = 32;
parameter Fx = 3, Fy = 3;
parameter Ni = 3, No = 16; 
parameter WGT_DATA_SIZE   = Fx*Fy*Ni*No;	 
parameter WGT_WORD_SIZE   = 32;
parameter IFM_FILE_32 		 = "C:/yolohw/sim/inout_data_sw/log_feamap/CONV00_input_32b.hex"; 
parameter IFM_FILE   		 = "C:/yolohw/sim/inout_data_sw/log_feamap/CONV00_input_16b.hex"; 
parameter WGT_FILE   		 = "C:/yolohw/sim/inout_data_sw/log_param/CONV00_param_weight.hex"; 
parameter CONV_INPUT_IMG00   = "C:/yolohw/sim/inout_data_hw/CONV00_input_ch00.bmp"; 
parameter CONV_INPUT_IMG01   = "C:/yolohw/sim/inout_data_hw/CONV00_input_ch01.bmp"; 
parameter CONV_INPUT_IMG02   = "C:/yolohw/sim/inout_data_hw/CONV00_input_ch02.bmp"; 
parameter CONV_INPUT_IMG03   = "C:/yolohw/sim/inout_data_hw/CONV00_input_ch03.bmp"; 
parameter CONV_OUTPUT_IMG00  = "C:/yolohw/sim/inout_data_hw/CONV00_output_ch00.bmp"; 
parameter CONV_OUTPUT_IMG01  = "C:/yolohw/sim/inout_data_hw/CONV00_output_ch01.bmp"; 
parameter CONV_OUTPUT_IMG02  = "C:/yolohw/sim/inout_data_hw/CONV00_output_ch02.bmp"; 
parameter CONV_OUTPUT_IMG03  = "C:/yolohw/sim/inout_data_hw/CONV00_output_ch03.bmp"; 
	reg [15:0] dsp_P[0:4];
	always@(posedge clk) begin 
		dsp_P[0] <= $signed(w) * $signed(x);
		dsp_P[1] <= dsp_P[0];
		dsp_P[2] <= dsp_P[1];
		dsp_P[3] <= dsp_P[2];
		dsp_P[4] <= dsp_P[3];
	end 
	assign y = dsp_P[4];
endmodule

===== flow/run.sh =====
#!/bin/bash
# OpenROAD 26Q1-2900-gdf79404cd8, Yosys 0.63+post, stock flow scripts
make -C /OpenROAD-flow-scripts/flow DESIGN_CONFIG=/design/flow/config.mk WORK_HOME=/design/flow/orfs finish

===== flow/constraint.sdc =====
current_design mac

set clk_period 6.9
set clk_io_pct 0.2

create_clock -name clk0 -period $clk_period [get_ports {clk}]

set non_clock_inputs [all_inputs -no_clocks]
set_input_delay [expr $clk_period * $clk_io_pct] -clock clk0 $non_clock_inputs
set_output_delay [expr $clk_period * $clk_io_pct] -clock clk0 [all_outputs]

===== flow/config.mk =====
export PLATFORM = sky130hd
export DESIGN_NAME = mac
export DESIGN_NICKNAME = mac
export VERILOG_FILES = /design/flow/design.v
export SDC_FILE = /design/flow/constraint.sdc
export NUM_CORES = 4
export LEC_CHECK = 1
export CORE_UTILIZATION = 40

==> job_summary.md <==
## Synthesis and layout report

| Metric | Value |
|---|---|
| Final setup viols | 0 |
| Port bufs | 279 |
| Number of setup buffers added after CTS | 0 |
| Most frequent cells in the layout | inv_1, dfxtp_1, fa_1 |
| Status | complete, no violations |
| RSZ-0062 raised after global routing | no |
| Top fanout value on the critical path | 8 |
| Yosys synthesis chip area | 82800 um2 |
| Fill count | 18.5k |
| Final Hold Fails | 0 |
| R2r setup slk | 4140 ps |
| XORs/XNORs by Area | 4.56% |
| Hold path cells | 0 |
| DR iter-0 viols | 1641 |
| First-pass GRT wire length | 254 mm |
| Num CTS Buffers | 151 |
| CTS sink count | 1555 |
| Static Leak | 44.5 nW |
| Placed cells | 10.5k |
| Hold crit path type | reg2reg |
| Area of placed instances | 89000 um2 |
| Clock skew | 23.3 ps |
| Net switching share of the total power | 37.2% |
| Mux frac, synth | 0.370% |
| Yosys reg bits | 1555 |
| Setup TNS | 0 ps |
| Post-synth seq share | 39.3% |
| Clock Path Buffers | 3 |
| Warnings from Yosys | 4 |
| DRC viols | 0 |
| Cell count of the worst reg-to-reg path | 11 |
| # hold bufs at CTS | 0 |
| CTS Root Cell | clkbuf_16 |
| Final max-slew violation count | 0 |
| Hold Crit Endpoint | u_mul_10.dsp_P[1][4]$_DFF_P_ |
| Launching element of the worst setup path | din[50] |
| Arrival @ worst endpoint | 6040 ps |
| Ao+oa area frac | 5.75% |
| Layout cells sized above 1 | 3.57% |
| Number of cells in Yosys stat | 7546 |
| Slowest CP cell | clkdlybuf4s50_1 |
| EDFF count, synth | 0 |
| Area grow syn2layout | 13.6% |
| RePlAce Congestion | 0.897 |
| Synth Area in Adders | 32.4% |
| Most numerous logic cell after layout | inv_1 |
| Post_cts resized | 0 |
| Worst flop-to-flop path startpoint | u_adder_tree.y1_7[0]$_DFF_PN0_ |
| Maxcap violations | 0 |
| Mapped Cells | 7546 |
| Chip height | 457 um |
| Total congestion overflow | 0 |
| Synth logic family | adder cells |
| HPWL after DPL | 119 mm |
| Maximum achievable frequency | 185 MHz |
| Internal | 0.0279 W |
| Simple-Gate Area Share | 11.0% |
| Startpoint types | primary input |
| First-pass DRT Iterations | 5 |
| WL/cell | 13.7 um |
| Crit path cell chain | clkdlybuf4s50_1 > and2_1 > fa_1 > inv_1 > fa_1 > inv_1 > fa_1 > inv_1 > fa_1 > inv_1 > ha_1 > o21ai_0 > a21boi_0 > o21ai_1 > a21oi_1 > o21ai_0 > or4b_1 > o311ai_0 |
| Max VDD drop | 0.000246 V |
| Logic pwr share | 48.1% |
| Largest net degree at the start of global routing | 115 |
| Initial antenna violation count | 10 |
| DRT Wirelength | 148 mm |
| Crit path DRT | 7540 ps |
| Clock Power Share | 18.4% |
| Worst-path clk slew | 60 ps |
| Total power | 0.0445 W |
| CP Buf/Inv Count | 5 |
| DR vias | 48.0k |
| Routed Antenna Nets | 0 |
| Slew headroom | 53.1% |
| Worst-margin pin slew | 704 ps |
| Number of logged tool warnings | 29 |
| Fin crit period | 5400 ps |
| Total track usage | 15.7% |
| Worst R2R End | u_adder_tree.y2_3[16]$_DFF_PN0_ |
| FP Util | 40.3% |
| Largest stage delay, worst path | 570 ps |
| Flop pwr share | 33.5% |
| Final Cell Area | 94100 um2 |
| Top delay family on crit path | adder cells |
| Synthesized area per cell | 11.0 um2 |
| Post-Syn Area | 82800 um2 |
| TritonCTS clock tree | yes |
| Asr flop ratio synth | 17.7% |
| Latency at later pin | 760 ps |
| Die area | 209000 um2 |
| Kind of end point of the critical path | flip-flop |
| Cell Pwr Density | 473 nW/um2 |
| Cell Rows | 166 |
| Vias in the first global route | 50.6k |
| Finished Layout Cells | 10.8k |
| IO Pins | 280 |
| H-Tree Depth | 4 |
| Switching pwr | 0.0166 W |
| CP Class | in2reg |
| Core area | 205000 um2 |
| Die Width | 457 um |
| Tcrit/Tclk final | 78.3% |
| Unique cell types | 73 |
| Vias/cell | 4.45 |
| Hold_sp | u_mul_10.dsp_P[0][4]$_DFF_P_ |
| Top FF cell, synth | dfxtp_1 |
[kinds of logic (layout without fill, tap and decap cells)]
| logic type | after synthesis | in the layout |
|---|---|---|
| fa+ha+maj | 1610 | 1610 |
| other cells | 0 | 7 |
| compound gates | 741 | 741 |
| buf+inv | 1461 | 2018 |
| flops | 1555 | 1555 |
| simple gates | 1719 | 1719 |
| xor+xnor | 431 | 431 |
| mux | 29 | 29 |
[through the flow]
stage	setup slack, ps	util, %	hold slack (ps)
5_1_grt	1180	45.8	313
2_1_floorplan	1660	-	310
3_5_place_dp	746	43.4	312
3_3_place_gp	780	43.4	310
4_1_cts	1570	45.8	307
6_report	1500	45.9	309
[worst max-delay path by stage]
stage / end / slack, ps / depth (start not counted)
final: u_mul_06.dsp_P[0][14]$_DFF_P_ / 1500 / 18
after global routing: u_mul_10.dsp_P[0][14]$_DFF_P_ / 1180 / 17
after CTS: u_mul_10.dsp_P[0][14]$_DFF_P_ / 1570 / 17
[state kept, by name, indices dropped and copies added, names as in the netlist, 19 cells and up]
register and cells:
u_mul_01.dsp_P 80, u_mul_15.dsp_P 80, u_adder_tree.y3_1 19, u_mul_10.dsp_P 80, u_mul_13.dsp_P 80, u_adder_tree.y3_0 19, u_adder_tree.y4 20, u_mul_04.dsp_P 80
u_mul_08.dsp_P 80, u_mul_05.dsp_P 80, u_mul_14.dsp_P 80, u_mul_07.dsp_P 80, u_mul_02.dsp_P 80, u_mul_06.dsp_P 80, u_mul_03.dsp_P 80, u_mul_00.dsp_P 80
u_mul_12.dsp_P 80, u_mul_09.dsp_P 80, u_mul_11.dsp_P 80
[power groups by stage]
stage | registers [W] | clock network, W | logic, W
4_1_cts | 0.0151 | 0.00843 | 0.0218
6_report | 0.0149 | 0.00817 | 0.0214
5_1_grt | 0.0153 | 0.00884 | 0.0248
[cell type report]
class	instances	area, um2	share of cell area, %
antenna	7	17.5	0.0186
timing repair buffer	282	2830	3.01
multi-input combinational	4530	44800	47.6
inverter	1456	5470	5.81
sequential	1555	32500	34.5
clock inverter	62	741	0.787
clock buffer	218	4360	4.63
tap	2688	3360	3.57
[per-layer routing]
layer  track usage [%]  up-vias  wire length (um)
li1                  -    24300                 -
met1              24.0    22900             70400
met2              24.7      619             69200
met3              2.43      204              4820
met4              3.35        2              3610
met5                 0        -                18
[synth_stat cells, types with 53 or more instances]
cell      count  area [um2]
dfxtp_1    1280       25600
o21ai_0     144         721
nor2_1      248         931
a21o_1      104         781
a21oi_1     221        1110
nor3_1       67         335
xor2_1       84         736
nand2b_1     53         332
fa_1        895       17900
dfrtp_1     275        6880
inv_1      1455        5460
and2_1      679        4250
nand2_1     384        1440
xnor2_1     347        3040
ha_1        715        8950
nor2b_1     154         963
Power figures rest on the tool's default switching activity, not on a simulated workload.
